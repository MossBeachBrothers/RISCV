File: ./run.sh
#!/bin/bash
# OpenROAD 26Q1-2900-gdf79404cd8, Yosys 0.63+post, stock flow scripts
make -C /OpenROAD-flow-scripts/flow DESIGN_CONFIG=/design/flow/config.mk WORK_HOME=/design/flow/orfs finish
File: ./config.mk
export PLATFORM = sky130hd
export DESIGN_NAME = alu
export DESIGN_NICKNAME = alu
export VERILOG_FILES = /design/flow/design.v
export SDC_FILE = /design/flow/constraint.sdc
export NUM_CORES = 4
export LEC_CHECK = 1
export CORE_UTILIZATION = 50
File: ./constraint.sdc
current_design alu

set clk_period 21.8
set clk_io_pct 0.2

create_clock -name clk0 -period $clk_period

set non_clock_inputs [all_inputs -no_clocks]
set_input_delay [expr $clk_period * $clk_io_pct] -clock clk0 $non_clock_inputs
set_output_delay [expr $clk_period * $clk_io_pct] -clock clk0 [all_outputs]
File: ./design.v
module alu ( 
    input logic [31:0] operandA,  
    input logic [31:0] operandB,  
    input logic [11:0] immediate,  
    input logic [3:0] op_code,  
    output logic [31:0] result,
    output logic zero  
);
localparam ADD = 5'b00000;  
localparam SUB = 5'b00001;  
localparam SLL = 5'b00010;  
localparam SLT = 5'b00011;  
localparam SLTU = 5'b00100;  
localparam XOR = 5'b00101;  
localparam SRL = 5'b00110;  
localparam SRA = 5'b00111;  
localparam OR = 5'b01000;  
localparam AND = 5'b01001;  
localparam ADDI = 5'b01010;  
localparam SLLI = 5'b01011;  
localparam SLTI = 5'b01100;  
localparam SLTUI = 5'b01101;  
localparam XORI = 5'b01110;  
localparam SRLI = 5'b01111;  
localparam SRAI = 5'b10000;  
localparam ORI = 5'b10001;  
localparam ANDI = 5'b10010;  
logic [31:0] immediate_extended;
assign immediate_extended = {{20{immediate[11]}}, immediate};
always_comb begin
    case (op_code)  
            ADD:  result = operandA + operandB;
            SUB:  result = operandA - operandB;
            SLL:  result = operandA << operandB[4:0];
            SLT:  result = ($signed(operandA) < $signed(operandB)) ? 32'd1 : 32'd0;
            SLTU: result = (operandA < operandB) ? 32'd1 : 32'd0;  
            XOR:  result = operandA ^ operandB;
            SRL:  result = operandA >> operandB[4:0];
            SRA:  result = $signed(operandA) >>> operandB[4:0];
            OR:   result = operandA | operandB;
            AND:  result = operandA & operandB;
            ADDI: result = operandA + immediate_extended;
            SLLI: result = operandA << immediate_extended[4:0];
            SLTI: result = ($signed(operandA) < $signed(immediate_extended)) ? 32'd1 : 32'd0;
            SLTUI:result = (operandA < immediate_extended) ? 32'd1 : 32'd0;  
            XORI: result = operandA ^ immediate_extended;
            SRLI: result = operandA >> immediate_extended[4:0];
            SRAI: result = $signed(operandA) >>> immediate_extended[4:0];
            ORI:  result = operandA | immediate_extended;
            ANDI: result = operandA & immediate_extended;
            default: result = 32'd0;
    endcase
end
assign zero = (result == 32'd0);  
endmodule
==> results.txt <==
Physical design

The sequential cell area stands at 0 sq um. The yosys-reported design area after synthesis stands at 14900 sq um. The run finished with clean final reports. The placed wire-length estimate stands at 66200 um. Ranking logic cells in the layout by count gives the top entries nand2_1 (225), a21oi_1 (195), nor2_1 (181). The pin count of the biggest net entering global routing stands at 53. The smallest setup slack after layout stands at 5.99 ns. The total overflow left after global routing is 0. The number of instances resized during post-cts repair stands at 0.

The net switching component of the power stands at 0.320 mW. The first routing iteration left 3250 violations. The area growth from synthesis to layout stands at 9.95%.

The area occupied by multi-input gates stands at 13700 sq um. Per the detailed-route log, wirelength across all metal layers totals 88200 um. The post-synthesis cell count stands at 2179.

The critical path data required time stands at 17.44 ns. The worst setup path is captured at an output pin. Once layout is complete, the cells apart from fillers number 2592. The first global-routing pass estimated 125000 um of wire. Listed in order, past its start point the critical path passes clkdlybuf4s50_1 > buf_4 > nor2b_1 > nand2_1 > inv_1 > nand2_1 > o21ai_0 > ha_1 > and3_1 > a31oi_1 > and2_1 > o211ai_1 > a221o_1 > xor2_1 > a221o_1 > nor4_1 > nand4_1 > nor4_2 > clkdlybuf4s50_1. Routability-driven placement finished with a final weighted congestion of 1.26. The number of library cell types mapped by synthesis stands at 95. Counting only logic cells after layout, the most numerous master is nand2_1. The hold-fix buffer count after cts stands at 0. The initial antenna violation count stands at 10. Per the placement report, the placed cell count is 2580.

Across all stage logs, warnings added up to 96. The via density per instance stands at 7.63. In this run the remaining antenna-violating nets after routing total 0.

The count of warnings emitted by yosys stands at 1. For reference, the most critical setup path is categorized as input port to output pin. The final tally of hold violations stands at 0. The count of maximum capacitance violations stands at 0.

Pin placement for this block handled 113 I/O pins. Internal power comes to 0.174 mW. Averaged over all synthesized cells, the footprint is 6.84 sq um. Sorting the synthesized cells by area gives the leading types as ha_1 (13%), mux2i_1 (11%), a21oi_1 (6.6%), nand2_1 (5.7%), nor2_1 (4.6%). There are 0 flip-flops and latches.

The global-route usage over all layers stands at 0.576. TritonRoute output was used to compute an average wire per cell of 34.0 um. The transition at the pin with the smallest max-transition slack stands at 1.28 ns. According to the report, the first pass of detailed routing completed in 7 iterations. The clock period could shrink to 15.81 ns. The worst setup path is launched from an input port. The proportion of netlist area held by the largest area contributor stands at 0.133. The critical path maximum fanout is 29. The site row count stands at 62.

Pins over their slew limit in the final report were tallied at 0. The setup TNS stands at 0 ns. Per the post-place timing report, worst setup slack is 6.36 ns. Per the STA report, the cell with the highest stage delay on the worst path is inv_1. The filler cells instantiated in the layout total 2758. The data arrival time reported for the critical path is 11.45 ns. Counting the clock-network buffers in the layout gives 0. The post-CTS setup buffer count stands at 0.

The analysis attributes to cell leakage a power of 6.89 nW. The number of global-route vias before repair stands at 17900. The placement report lists the number of port buffers as 113.

For this run, the share of the core covered by cells in the final layout is 0.564. The final worst-path cycle share stands at 0.725. Hold is met by 10.31 ns. The slew check shows that the tightest pin keeps a relative margin of 0.147.

Setup violations remaining at the end of the flow were counted as 0. Per the detail_route report, the via count comes to 19800. In the floorplan report the effective utilization is 0.513. The sequential-to-total area share from yosys stat stands at 0.

Of the cells placed in the final design, the portion with a size suffix greater than 1 is 0.0847. The overall die size recorded for this design is 30500 sq um. The min-delay analysis places its worst path in the category input port to output pin.

The biggest area contributor in the post-synthesis netlist is ha_1. The delay of the slowest cell on the worst path stands at 0.72 ns. The floorplan die width stands at 175 um. TritonRoute reported its final design rule violation total as 0. Summing every instance area after synthesis gives 14900 sq um. The die height stands at 175 um. The worst VDD IR drop from the latest analysis is 35.9 uV. The ratio of total power to cell area stands at 30.1 nW/um^2. Per the timing report, the achievable frequency comes out to 63.3 MHz. The cell count listed in synth_stat.txt stands at 2179. Setup repair after global routing left no endpoint under its margin.

The area inside the core boundary stands at 29000 sq um. Of the total power, the share spent switching nets is 0.648.
## per-stage QoR
step	area, sq um	power [mW]
6_report	16400	0.494
5_1_grt	16300	0.507
4_1_cts	16300	0.461
3_5_place_dp	16300	0.459
3_3_place_gp	16300	0.456
2_1_floorplan	14900	0.279
## cells in the mapped netlist, types with 21 or more instances
library cell	n
nand2_1	225
a21oi_1	195
nor2_1	181
ha_1	158
mux2i_1	157
o21ai_0	119
inv_1	107
clkbuf_1	99
xnor2_1	60
nand3_1	57
nor3_1	53
o211ai_1	52
buf_2	43
a21o_1	38
a211oi_1	35
nand2b_1	30
o221ai_1	27
a22oi_1	25
nand4_1	25
mux4_2	24
a31oi_1	23
mux2_2	22
nor2b_1	21
## path summary, 6_finish.rpt
path,depth (start not counted),start,endpoint
worst max-delay path,19,op_code[1],zero
worst min-delay path,8,operandB[30],result[30]
## final cells by class
type	instances	area share
inverter	109	0.0250
tap	384	0.0293
antenna	12	0.00183
multi-input combinational	1885	0.835
timing repair buffer	202	0.108
## power groups by stage
| stage | logic [mW] | registers [mW] | clock network (mW) |
|---|---|---|---|
| after global routing | 0.507 | 0 | 0 |
| after CTS | 0.461 | 0 | 0 |
## layer usage
| metal | part of all wire | GRT usage | wire, um |
|---|---|---|---|
| met3 | 0.18 | 0.304 | 15500 |
| met2 | 0.37 | 0.759 | 32800 |
| met5 | 0.0011 | 0.00481 | 96 |
| met4 | 0.098 | 0.411 | 8630 |
| met1 | 0.35 | 0.709 | 31200 |
## kinds of logic (layout without fill, tap and decap cells)
| family | after synthesis | in the layout | share of synthesized area |
|---|---|---|---|
| adder cells (fa/ha/maj) | 160 | 160 | 0.135 |
| other | 0 | 12 | 0 |
| AND-OR/OR-AND | 735 | 735 | 0.335 |
| AND/OR/NAND/NOR | 707 | 707 | 0.229 |
| buffers and inverters | 294 | 311 | 0.0873 |
| multiplexers | 214 | 214 | 0.173 |
| XOR/XNOR | 69 | 69 | 0.0406 |
## critical path, delay by kind of cell
| kind | cells | cell delay, ns |
|---|---|---|
| simple gates | 8 | 3.06 |
| xor+xnor | 1 | 0.16 |
| buf+inv | 4 | 1.99 |
| fa+ha+maj | 1 | 0.34 |
| compound gates | 5 | 1.51 |
Power is estimated from default activity; no workload was simulated.
