==> design/flow/design.v <==
module register_file (
    input logic clk,
    input logic reset,
    input logic [4:0] reg_read_address1,  
    input logic [4:0] reg_read_address2,  
    input logic [4:0] reg_write_address,  
    input logic [31:0] reg_write_data,  
    input logic [2:0] load_operation,  
    input logic reg_read_enable,
    input logic reg_write_enable, 
    input logic mem_read_enable, 
    input logic [31:0] mem_read_data,  
    output logic [31:0] reg_read_data1,
    output logic [31:0] reg_read_data2
);
logic [31:0] registers [0:31];
localparam LB = 3'b000;  
localparam LH = 3'b001;  
localparam LW = 3'b010;  
localparam LBU = 3'b100;  
localparam LHU = 3'b101;  
assign reg_read_data1 = reg_read_address1 ? registers[reg_read_address1] : 32'b0;
assign reg_read_data2 = reg_read_address2 ? registers[reg_read_address2] : 32'b0;
always @(posedge clk or posedge reset) begin
    if (reset) begin 
        integer i;
        for (i =0; i<32; i=i+1) begin 
            registers[i] = 32'h00000000;
        end
        registers[1] = 32'h00000002;   
        registers[2] = 32'h00000007;   
        registers[4] = 32'h00000010;   
        registers[5] = 32'hFFFFFFF0;   
        registers[7] = 32'h00000014;   
    end else if (reg_write_enable && (reg_write_address !=0)) begin
        if (mem_read_enable) begin
            case(load_operation)
            LB : registers[reg_write_address] = {{24{mem_read_data[7]}}, mem_read_data[7:0]};  
            LH : registers[reg_write_address] = {{16{mem_read_data[15]}}, mem_read_data[15:0]};  
            LW : registers[reg_write_address] = mem_read_data;  
            LBU : registers[reg_write_address] = {24'b0, mem_read_data[7:0]};  
            LHU: registers[reg_write_address] = {16'b0, mem_read_data[15:0]};  
            endcase
        end else begin 
            registers[reg_write_address] = reg_write_data;
        end
    end
end 
endmodule 
==> design/flow/run.sh <==
#!/bin/bash
# OpenROAD 26Q1-2900-gdf79404cd8, Yosys 0.63+post, stock flow scripts
make -C /OpenROAD-flow-scripts/flow DESIGN_CONFIG=/design/flow/config.mk WORK_HOME=/design/flow/orfs finish
==> design/flow/config.mk <==
export PLATFORM = sky130hd
export DESIGN_NAME = register_file
export DESIGN_NICKNAME = register_file
export VERILOG_FILES = /design/flow/design.v
export SDC_FILE = /design/flow/constraint.sdc
export NUM_CORES = 4
export LEC_CHECK = 1
export CORE_UTILIZATION = 50
==> design/flow/constraint.sdc <==
current_design register_file

set clk_period 7.7
set clk_io_pct 0.2

create_clock -name clk0 -period $clk_period [get_ports {clk}]

set non_clock_inputs [all_inputs -no_clocks]
set_input_delay [expr $clk_period * $clk_io_pct] -clock clk0 $non_clock_inputs
set_output_delay [expr $clk_period * $clk_io_pct] -clock clk0 [all_outputs]
==> qor.yml <==
floorplanning:
  core_area_um2: 97000
  die_h_um: 316
  dieWidth_um: 316
  ioPinCount: 151
  fp-utilization_pct: 50.7
  chipArea_um2: 99600
  row_count: 114
finish:
  largest_reg_flops: 992
  lay_top_cells: "nand2_1, o21ai_0, dfrtp_1"
  stdcell_count: 6848
  drive_gt1_share_pct: 13.3
  area_growth_pct: 16.4
  lay_top_count: "nand2_1"
  fin_area_um2: 57200
  fin_util_pct: 59.0
global_routing:
  grt_usage_pct: 61.1
  met2_usage_pct: 73.6
  antenna_found_initial: 40
  grt_use_met3_pct: 45.3
  grt_max_degree: 122
  overflow: 0
  use_met1_pct: 74.5
  grt_pass1_vias: 48100
  gr-max-usage-layer: "met1"
  grt_pass1_wl_um: 390000
synthesis:
  yosys-stat-cells: 5402
  yosys_area_um2: 49200
  ys_sh_simple_pct: 18.1
  yosys.area_share.adder_pct: 0
  async_reset_ff_share_pct: 100
  ys_seq_share_pct: 50.6
  compound_area_share_pct: 24.4
  synth-edff-count: 0
  top_logic_kind: "AND-OR/OR-AND gates"
  ff_type: "dfrtp_1"
  ys_ff: 992
  synth_area_um2: 49200
  mux_area_share_pct: 2.34
  syn_avg_cell_area_um2: 9.10
  ys_sh_xor_pct: 0
  yosysUniqueCellTypes: 80
  ys.warnings.count: 2
  syn_inst: 5402
clock_tree:
  cts_resized: 0
  postCtsSetupRepairBufs: 0
  cts_tree: "yes"
  h-tree-depth: 3
  cts-hold-fix-buffers: 0
  clkTransAtPathRegs_ps: 60
  clock-sinks: 992
  clockBufferDepth: 3
  root_buffer: "clkbuf_16"
  clock_latency_ps: 720
  numCtsBuffers: 106
worst_setup_path:
  cp_max_fo: 21
  cp_slowest_cell: "nand2_1"
  reg2reg_from: "registers[5][18]$_DFFE_PP1P_"
  path_class: "input port to primary output"
  worst_setup_path_start_kind: "input port"
  cp-end-kind: "primary output"
  critical_path_required_ps: 6160
  cp.arrival_ps: 5660
  cpMostUsedCell: "buf_4"
  cp_num_buf_inv: 4
  crit_chain: "buf_2 > nand2_1 > buf_4 > nor2_4 > buf_4 > a22oi_1 > nand4_1 > or3_1 > clkdlybuf4s50_1"
  crit_path_start: "reg_read_address2[0]"
  crit_family: "buffers and inverters"
  max_stage_delay_ps: 800
flow_run:
  warning_count: 48
  drv_cap: 0
outcome:
  status: "complete, no violations"
final_timing:
  slew_violations: 0
  fin_crit_sh_pct: 93.5
  final-hold-violation-count: 0
  layout_setup_ws_ps: 503
  grt_setup_unrepaired: "false"
  relSlewSlack_pct: 13.9
  fin_skew_ps: 0
  fmax_mhz: 139
  tightest_slew_ps: 1290
  fin_crit_ps: 7200
  finalSetupViolations: 0
pwr:
  power_frac_comb_pct: 14.8
  power.leakage_uw: 0.0257
  pwr-share-clk_pct: 37.4
  power_uw: 15000
  swShare_pct: 31.0
  power.density_nw_per_um2: 263
  intPower_uw: 10400
  switchingPower_uw: 4670
  irDropWorstVdd_mv: 0.217
  p_seq_share_pct: 47.8
worst_hold_path:
  hold_class: "flop to flop"
  min-delay-start: "registers[5][27]$_DFFE_PP1P_"
placement:
  gp_congestion: 1.07
  placed_cells: 6573
  numPortBuffers: 149
  dp_slack_ps: 969
  hpwl_um: 176000
  dpl-instance-area_um2: 53300
routing:
  vias: 51800
  drc: 0
  drt_wl_total_um: 289000
  viasPerCell: 7.56
  antenna_left: 0
  wl_per_cell_um: 42.2
  drt-pass1-iter-count: 9
  detail_route.iter0.violations: 6746
==> power groups by stage <==
| stage | Combinational (uW) | Clock, uW | Sequential, uW |
|---|---|---|---|
| after global routing | 2390 | 5790 | 7280 |
| after CTS | 2120 | 5610 | 7140 |
| final | 2220 | 5630 | 7200 |
==> area by class of cell <==
| cell class | instances | area (um2) |
|---|---|---|
| diodes | 82 | 205 |
| clock buffers | 157 | 3150 |
| clock inverters | 36 | 614 |
| fillers | 8361 | 39800 |
| inverters | 7 | 30.0 |
| multi-input cells | 3873 | 23000 |
| flip-flops and latches | 992 | 24900 |
| well taps | 1276 | 1600 |
| repair buffers | 425 | 3740 |
==> per-stage QoR <==
stage | setup TNS, ps | hold WS, ps
after floorplan | -7281110 | 455
after global placement | 0 | 471
after detailed placement | 0 | 481
after CTS | 0 | 492
after global routing | 0 | 508
final | 0 | 491
==> cell usage after synthesis (4+ instances only) <==
library cell / instances / area, um2
nand4b_1: 5 / 43.8
clkbuf_1: 424 / 1590
nor3_1: 29 / 145
nand2b_1: 6 / 37.5
a32oi_1: 25 / 219
dfstp_2: 35 / 920
nor4bb_1: 5 / 50.1
nor2_1: 75 / 282
nor3_2: 4 / 40.0
mux2i_1: 62 / 621
nand3b_1: 16 / 120
o21ai_0: 1015 / 5080
and3_1: 221 / 1380
nor2b_1: 12 / 75.1
mux2_2: 41 / 462
a211oi_1: 7 / 52.6
a22o_1: 39 / 342
buf_2: 80 / 400
buf_4: 13 / 97.6
or3_1: 13 / 81.3
nand3_1: 126 / 631
a2111oi_0: 52 / 455
nand4_1: 139 / 870
a221oi_1: 8 / 70.1
a21oi_1: 25 / 125
nand2_1: 1100 / 4130
o2bb2ai_1: 11 / 96.3
nor3b_1: 12 / 90.1
o211ai_1: 7 / 52.6
inv_1: 7 / 26.3
and2_1: 6 / 37.5
a222oi_1: 17 / 170
or3b_2: 6 / 52.6
a31oi_1: 6 / 37.5
and3b_1: 7 / 61.3
or4_1: 52 / 390
dfrtp_1: 957 / 23900
a2111oi_2: 15 / 225
a2111oi_4: 4 / 110
nor2_2: 5 / 31.3
and3_4: 8 / 90.1
buf_6: 8 / 90.1
nor4_1: 9 / 56.3
a22oi_1: 628 / 4710
==> routing by layer <==
metal | share of wire, % | vias up
li1 | - | 20000
met2 | 37 | 5237
met1 | 34 | 24700
met3 | 19 | 1810
met5 | 0.23 | -
met4 | 9.9 | 34
==> final timing paths <==
check / endpoint / slack (ps) / cells after the start
worst min register to register: registers[5][27]$_DFFE_PP1P_ / 490 / 2
worst min-delay path: registers[5][27]$_DFFE_PP1P_ / 490 / 2
min in group asynchronous: registers[2][11]$_DFFE_PP0P_ / 1130 / 2
worst max-delay path: reg_read_data2[31] / 500 / 9
max in group asynchronous: registers[8][24]$_DFFE_PP0P_ / 4910 / 4
worst max register to register: registers[5][18]$_DFFE_PP1P_ / 6890 / 2
==> logic make-up after synthesis <==
group | count (synthesis)
buf+inv | 537
flops | 992
compound gates | 1889
simple gates | 1878
mux | 106
==> tightest hold or removal path: stages, from the launching register on <==
cell and delay (ps):
dfstp_2 370, nand2_1 40, o21ai_0 70
Power and IR drop assume default switching activity.
